==> flow/design.v <==
module Divide(
    input [15:0] src1,
    input [15:0] src2,
    output reg[15:0] divOut
    );
 reg [15:0] tempSrc1,tempSrc2;
 always @ (src1,src2)
 begin	
	if(!src2)
	begin
		divOut = 15'b1;
	end	
	else
	begin	
		divOut = src1 / src2;
   end		
 end		
endmodule
==> flow/run.sh <==
#!/bin/bash
# OpenROAD 26Q1-2900-gdf79404cd8, Yosys 0.63+post, stock flow scripts
make -C /OpenROAD-flow-scripts/flow DESIGN_CONFIG=/design/flow/config.mk WORK_HOME=/design/flow/orfs finish
==> flow/config.mk <==
export PLATFORM = sky130hd
export DESIGN_NAME = Divide
export DESIGN_NICKNAME = Divide
export VERILOG_FILES = /design/flow/design.v
export SDC_FILE = /design/flow/constraint.sdc
export NUM_CORES = 4
export LEC_CHECK = 1
export CORE_UTILIZATION = 40
==> flow/constraint.sdc <==
current_design Divide

set clk_period 117.9
set clk_io_pct 0.2

create_clock -name clk0 -period $clk_period

set non_clock_inputs [all_inputs -no_clocks]
set_input_delay [expr $clk_period * $clk_io_pct] -clock clk0 $non_clock_inputs
set_output_delay [expr $clk_period * $clk_io_pct] -clock clk0 [all_outputs]
==> impl_metrics.json <==
{
  "final_min_period_over_clock_period": 0.654,
  "filler_cell_count": 1799,
  "flop-count": 0,
  "critPathMaxStageDelay_ps": 780,
  "report.final.slew_viol_count": 0,
  "syn_area_per_cell_um2": 6.86,
  "worst_path_max_delay_cell": "sky130_fd_sc_hd__a21oi_1",
  "final.hold.worst_slack_ps": 48270,
  "worst_hold_path.endpoint": "divOut[15]",
  "synth_cells": 1048,
  "min-delay-path-class": "in -> out",
  "gp_routability_congestion": 0.965,
  "worstSetupPathType": "in -> out",
  "power.share.combinational": 1.000,
  "cts_setup_buffers": 0,
  "clkbuf_count": 0,
  "grt_antenna_before_repair": 1,
  "drc": 0,
  "timing.critical_path.from_type": "input port",
  "whs_path_depth": 3,
  "synth.yosys.seq_area_share": 0,
  "buffer_ports.inserted": 48,
  "power_leakage_nw": 3.52,
  "total_negative_slack_for_setup_checks_ps": 0,
  "vias": 7832,
  "area_growth_syn_to_layout_pct": 10.7,
  "vias_in_the_first_global_route": 7038,
  "die_height_um": 136,
  "grt_util_all_layers": 0.256,
  "clock.fmax_mhz": 13.0,
  "grt_setup_unrepaired": "no",
  "min-delay-start": "src2[1]",
  "post_cts_hold_buffer_count": 0,
  "share_clk_of_total_power": 0,
  "insertedDiodeCount": 0,
  "yosysTopAreaCell": "sky130_fd_sc_hd__ha_1",
  "power_switching_uw": 26.9,
  "synth.top_cell.area_share": 0.238,
  "dr.first_iter.drc_count": 421,
  "total_power_uw": 47.8,
  "floorplan_core_area_um2": 17400,
  "status": "finished clean",
  "drive_above_1_share": 0.0658,
  "log.warning_count": 33,
  "detailedRoute.firstPassIterationCount": 5,
  "power.share.sequential": 0,
  "maxCapViolations": 0,
  "period_minus_slack_ps": 77130,
  "avgViaCountPerCell": 6.01,
  "num_io_pins": 48,
  "post_synth_instance_area_um2": 7190,
  "die_w_um": 136,
  "ys_warnings": 1,
  "cp_data_arrival_time_ps": 53550,
  "fp_util": 0.413,
  "critical_path.endpoint_type": "output port",
  "setup-violations-final": 0,
  "postRouteAntennaNets": 0,
  "grt_start_max_net_pins": 22,
  "p_sw_frac": 0.563,
  "fp-row-count": 48,
  "post_synth_main_area_contributors": "sky130_fd_sc_hd__ha_1 (24%), sky130_fd_sc_hd__nor2_1 (6.5%), sky130_fd_sc_hd__a21oi_1 (6.3%)",
  "number_of_cells_in_yosys_stat": 1048,
  "critical_path_peak_fanout": 16,
  "final.setup.worst_slack_ps": 40770,
  "grt_pass1_wl_um": 36800,
  "vdd.ir_drop.worst_uv": 3.76,
  "floorplan.die_area_um2": 18500,
  "intPower_uw": 20.9,
  "post_cts_resized": 0,
  "slew-limit-headroom": 0.403,
  "ys_area_um2": 7190,
  "post_drt_wl_per_cell_um": 17.8,
  "critical-path-top-cell-by-count": "sky130_fd_sc_hd__ha_1",
  "detail_route.wirelength_um": 23200,
  "finalHoldViolCount": 0,
  "placement.setup.worst_slack_ps": 41280,
  "sum_of_overflow_across_all_layers_after_global_routing": 0,
  "synth_cell_types": 84,
  "worst_pin_slew_ps": 895,
  "critical_path_required_ps": 94320,
  "power_per_cell_area_nw_per_um2": 6.01,
  "hpwlAfterDp_um": 19100,
  "area.sequential_um2": 0
}
## cell families after synthesis
family                   share of synthesized area
AND/OR/NAND/NOR                              0.271
XOR/XNOR                                    0.0743
AND-OR/OR-AND                                0.329
buffers and inverters                       0.0430
multiplexers                                0.0440
adder cells (fa/ha/maj)                      0.238
## worst max-delay path, delay by kind of cell
family	cells	cell delay, ps
AOI/OAI and AO/OA	60	15160
and+or+nand+nor	22	6570
adders and majority gates	15	4580
muxes	5	1980
buffers and inverters	6	1600
## metal layers
layer	up-vias	GRT usage	part of all wire
met3	28	0.0315	0.064
met4	0	0.0451	0.019
li1	4044	-	-
met1	3504	0.385	0.50
met2	256	0.391	0.42
met5	-	0	0
## power groups by stage
| stage | clock, mW | sequential, mW | combinational (mW) |
|---|---|---|---|
| final | 0 | 0 | 0.0478 |
| after CTS | 0 | 0 | 0.0473 |
| after global routing | 0 | 0 | 0.0534 |
## synth_stat cells (11+ instances only)
master and count:
sky130_fd_sc_hd__ha_1 137, sky130_fd_sc_hd__nor2_1 125, sky130_fd_sc_hd__a21oi_1 90, sky130_fd_sc_hd__nand2_1 82
sky130_fd_sc_hd__o21ai_0 56, sky130_fd_sc_hd__inv_1 46, sky130_fd_sc_hd__nor3_1 44, sky130_fd_sc_hd__nand3_1 39
sky130_fd_sc_hd__xnor2_1 34, sky130_fd_sc_hd__a21o_1 31, sky130_fd_sc_hd__clkbuf_1 29, sky130_fd_sc_hd__o21a_1 29
sky130_fd_sc_hd__xor2_1 27, sky130_fd_sc_hd__o211ai_1 20, sky130_fd_sc_hd__or3_1 19, sky130_fd_sc_hd__mux2_2 17
sky130_fd_sc_hd__a211oi_1 16, sky130_fd_sc_hd__a31oi_1 11, sky130_fd_sc_hd__mux2i_1 11
## metrics by stage
stage | util | instances | area (µm²)
after detailed placement | 0.457 | 1304 | 7960
after floorplan | - | 1048 | 7190
after global routing | 0.457 | 1304 | 7960
final | 0.457 | 1304 | 7960
after CTS | 0.457 | 1304 | 7960
after global placement | 0.457 | 1304 | 7960
## worst max path at each step
stage / startpoint / endpoint / slack, ps / depth (start not counted)
CTS: src2[7] / divOut[0] / 41160 / 108
global route: src2[7] / divOut[0] / 38540 / 108
finish: src2[7] / divOut[0] / 40770 / 108
## layout by cell type, fill, tap and decap left out, types with 9 or more instances in the layout
master / instances
sky130_fd_sc_hd__nor3_1: 43
sky130_fd_sc_hd__nand2b_1: 9
sky130_fd_sc_hd__o21ai_0: 56
sky130_fd_sc_hd__buf_4: 15
sky130_fd_sc_hd__nor2_1: 125
sky130_fd_sc_hd__nand2_1: 82
sky130_fd_sc_hd__xor2_1: 27
sky130_fd_sc_hd__nand3_1: 39
sky130_fd_sc_hd__or3_1: 19
sky130_fd_sc_hd__a211oi_1: 16
sky130_fd_sc_hd__inv_1: 46
sky130_fd_sc_hd__clkdlybuf4s50_1: 48
sky130_fd_sc_hd__a31oi_1: 11
sky130_fd_sc_hd__a21oi_1: 90
sky130_fd_sc_hd__or2_2: 9
sky130_fd_sc_hd__a21o_1: 31
sky130_fd_sc_hd__nand4_1: 9
sky130_fd_sc_hd__mux2i_1: 11
sky130_fd_sc_hd__o211ai_1: 20
sky130_fd_sc_hd__ha_1: 137
sky130_fd_sc_hd__mux2_2: 17
sky130_fd_sc_hd__o21a_1: 29
sky130_fd_sc_hd__xnor2_1: 34
## area by class of cell
type / instances / area [µm²] / area share
tap: 225 / 282 / 0.0354
inverter: 47 / 176 / 0.0222
multi-input combinational: 969 / 6910 / 0.868
timing repair buffer: 63 / 593 / 0.0745
No activity file was given, so power comes from the tool's default toggle rates.
