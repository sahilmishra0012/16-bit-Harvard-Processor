### design.v
module negative(input [15:0] A, output [15:0] reverted);
    assign reverted = ~A+1;
endmodule
### run.sh
#!/bin/bash
# OpenROAD 26Q1-2900-gdf79404cd8, Yosys 0.63+post, stock flow scripts
make -C /OpenROAD-flow-scripts/flow DESIGN_CONFIG=/design/flow/config.mk WORK_HOME=/design/flow/orfs finish
### config.mk
export PLATFORM = sky130hd
export DESIGN_NAME = negative
export DESIGN_NICKNAME = negative
export VERILOG_FILES = /design/flow/design.v
export SDC_FILE = /design/flow/constraint.sdc
export NUM_CORES = 4
export LEC_CHECK = 1
export CORE_AREA = 10 10 70 70
export DIE_AREA = 0 0 80 80
### constraint.sdc
current_design negative

set clk_period 7.6
set clk_io_pct 0.2

create_clock -name clk0 -period $clk_period

set non_clock_inputs [all_inputs -no_clocks]
set_input_delay [expr $clk_period * $clk_io_pct] -clock clk0 $non_clock_inputs
set_output_delay [expr $clk_period * $clk_io_pct] -clock clk0 [all_outputs]
==> metrics.log <==
[metrics] run summary
[metrics] Row Count: 21
[metrics] Post-Syn Area per Cell: 7.98 sq um
[metrics] placer's final routability congestion estimate: 0.751
[metrics] Metal-1 WL: 335 um
[metrics] area growth from synthesis to final layout: 125%
[metrics] starting density of the core: 0.0864
[metrics] fraction of the yosys area taken by sequential cells: 0
[metrics] final clock period utilization by the worst path: 0.672
[metrics] largest stage delay on the critical path: 0.48 ns
[metrics] height of the die: 80 um
[metrics] DRT iter0 DRCs: 5
[metrics] Initial DRT Pass Iterations: 2
[metrics] post-synthesis cell count: 37
[metrics] post-layout minimum cycle time: 5.10 ns
[metrics] overflow left after global routing: 0
[metrics] YS warnings: 0
[metrics] number of DRC violations after detailed routing: 0
[metrics] Final HPWL DP: 1170 um
[metrics] top-count cell post-synth: sky130_fd_sc_hd__xnor2_1
[metrics] first element of the critical path: A[0]
[metrics] FA/HA/MAJ Cells, Area Fraction: 0.0424
[metrics] Post-Route WL: 1200 um
[metrics] list of cells traversed by the critical path: clkdlybuf4s50_1 > inv_1 > ha_1 > nor3b_2 > nand3b_2 > nor4_1 > xnor2_1 > clkdlybuf4s50_1
[metrics] total antenna diodes in the routed design: 0
[metrics] Synth top area share: 0.297
[metrics] worst slack at placement: 2.47 ns
[metrics] post-DR vias/cell: 3.16
[metrics] post-synth design cell area: 295 sq um
[metrics] Hold Buf Count CTS: 0
[metrics] worst setup path endpoint: reverted[10]
[metrics] hold crit path type: primary input to output pin
[metrics] number of warnings in the stage logs: 32
[metrics] crit path kind: primary input to output pin
[metrics] remaining number of nets flagged by the antenna check after routing: 0
[metrics] post-synthesis cell count from yosys: 37
[metrics] met2 wire len: 865 um
[metrics] detailed-route via count: 360
[metrics] unrepaired setup endpoints after global routing: false
[metrics] Storage cell area: 0 sq um
[metrics] main logic family after synthesis: simple AND/OR/NAND/NOR gates
[metrics] power density relative to cell area: 42.7 nW/um^2
[metrics] routed len/inst: 10.5 um
[metrics] status: finished clean
[metrics] top post-synthesis cells by area: sky130_fd_sc_hd__xnor2_1 30%, sky130_fd_sc_hd__xor2_1 12%, sky130_fd_sc_hd__nor3b_2 8.5%
[metrics] slew of the pin with the lowest slew margin: 0.314 ns
[metrics] Boundary Pins: 32
[metrics] multiplexer share of the synthesized area: 0
[metrics] setup slack of the critical path after layout: 2.50 ns
[metrics] met3 routed WL: 0 um
[metrics] library cell contributing the largest single delay on the critical path: sky130_fd_sc_hd__clkdlybuf4s50_1
[metrics] total die size: 6400 sq um
[metrics] crit-path max FO: 4
[metrics] area figure in the yosys stat output: 295 sq um
[metrics] via count of the first global-routing pass: 382
[metrics] highest attainable clock frequency: 0.196 GHz
[metrics] Die Width: 80 um
[metrics] Most Frequent Cell on Critical Path: sky130_fd_sc_hd__clkdlybuf4s50_1
[metrics] biggest area consumer among synthesized cells: sky130_fd_sc_hd__xnor2_1
[metrics] tally of clock buffers in the finished layout: 0
[metrics] top cell types by occurrence after synthesis: 10 x sky130_fd_sc_hd__xnor2_1, 5 x sky130_fd_sc_hd__nor2_1, 4 x sky130_fd_sc_hd__xor2_1
[metrics] largest net degree at the start of global routing: 6
[metrics] startpoint type of the worst setup path: primary input
[metrics] AND-OR/OR-AND share of the synthesized area: 0
[metrics] count of final setup violators: 0
[metrics] antenna violations before repair: 0
[metrics] maxcap violations: 0
[metrics] data required time at the worst endpoint: 6.08 ns
[metrics] Buffers on Ports: 32
[metrics] sum of negative setup slack: 0 ns
[metrics] critical path data arrival time: 3.58 ns
[metrics] Synth cell types: 17
[metrics] Tot GR Track Use: 0.0358
[metrics] XOR/XNOR share of the synthesized area: 0.415
[metrics] number of instances resized during post-cts repair: 0
[metrics] flop count: 0
[metrics] post-CTS setup-driven buffer insertion count: 0
[metrics] fraction of layout instances using a drive strength above 1: 0.103
[metrics] maximum vdd ir drop: 0.00779 mV
[metrics] leakage: 0.000197 uW
[metrics] highest metal layer with signal wires: met2
[metrics] Synth Area in Simple Gates: 0.492
[metrics] hold violation count in the final report: 0
[metrics] Relative slew margins: 0.789
[metrics] Crit. End Element: output pin
[metrics] total core area: 3420 sq um
[metrics] global-route wire length before repair: 1880 um
[metrics] Final Max Tran Viols: 0
## cell type report
type,count,area (sq um)
Tap cell,46,57.6
Inverter,2,7.51
Fill cell,379,2750
Multi-Input combinational cell,34,280
Timing Repair Buffer,32,320
## routing by layer
| metal | GRT usage | vias up |
|---|---|---|
| li1 | - | 188 |
| met1 | 0.0303 | 171 |
| met2 | 0.0875 | 1 |
| met3 | 0 | 0 |
| met4 | 0 | 0 |
| met5 | 0 | - |
## cells in the final DEF, fill, tap and decap left out, drive strengths merged
| cell type | netlist | layout |
|---|---|---|
| clkdlybuf4s50 | 0 | 32 |
| xnor2 | 10 | 10 |
| nor2 | 5 | 5 |
| xor2 | 4 | 4 |
| nor4 | 3 | 3 |
| nor3b | 3 | 3 |
| inv | 2 | 2 |
| nand2 | 2 | 2 |
| nor3 | 2 | 2 |
| nand3 | 1 | 1 |
| nand3b | 1 | 1 |
| nand4 | 1 | 1 |
| or3 | 1 | 1 |
| ha | 1 | 1 |
## power by group
part	internal [uW]	switching (uW)	total, uW
registers	0	0	0
logic	19.9	8.53	28.4
clock network	0	0	0
total	19.9	8.53	28.4
## worst max-delay path, delay by kind of cell
kind | cells | cell delay [ns]
buf+inv | 3 | 1.03
simple gates | 3 | 0.71
fa+ha+maj | 1 | 0.16
xor+xnor | 1 | 0.16
## how the worst min path moves through the flow
stage | slack, ns | from | cells after the start | to
final | 3.95 | A[0] | 2 | reverted[0]
after CTS | 3.96 | A[0] | 2 | reverted[0]
after global routing | 3.98 | A[0] | 2 | reverted[0]
## cell families after synthesis
kind of cell / after synthesis
adder cells (fa/ha/maj): 1
XOR/XNOR: 14
AND/OR/NAND/NOR: 19
buffers and inverters: 3
## through the flow
step                hold slack [ns]  area [sq um]  cells  power [uW]   util
CTS                            3.96           666    114        29.2  0.195
global placement               3.97           666    114        28.9  0.195
global route                   3.98           666    114        30.7  0.195
detailed placement             3.96           666    114        29.1  0.195
floorplan                      3.06           295     37        5.66      -
finish                         3.95           666    114        28.4  0.195
Power is estimated from default activity; no workload was simulated.
